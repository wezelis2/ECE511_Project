## design/flow/design.v

```verilog
module prefetcher #(parameter limit = 8)
(
	input   logic 			clk,
	input   logic 			rst,
	input 	logic 			lsq_pmem_read_cla,
	input 	logic 			lsq_pmem_write_cla,
	input 	logic 			i_pmem_read_cla,
 	input 	logic 			i_pmem_write_cla,
	input 	logic 			pref_pmem_resp_cla,
	input   logic   [63:0]  lsq_pmem_address_cla,
	input 	logic 	[255:0]	pref_pmem_rdata_256_cla,
	input   logic 			arbiter_idle,
	output 	logic 			pref_pmem_read_cla,
	output 	logic 			pref_pmem_write_cla,
	output 	logic 	[63:0]	pref_pmem_address_cla,
	output 	logic 	[255:0]	pref_pmem_wdata_256_cla
);
	logic	[63:0]	pref_addr_in;
	logic			pref_addr_load;
	int  			counter;
	register pref_addr(
		.load(pref_addr_load),
		.in(pref_addr_in),
		.out(pref_pmem_address_cla),
		.*
	);
	logic		   	valid;
	enum logic [1:0] {
		idle,
		prefetch,
		inc_addr
	} state, next_state;
	always_comb begin : next_state_logic
		next_state = state;
		case (state) 
			idle	 : begin 
				if(~valid) 
					next_state = idle;
				else if(arbiter_idle && (~lsq_pmem_read_cla & ~lsq_pmem_write_cla) && (~i_pmem_read_cla & ~i_pmem_write_cla) && counter < limit)
					next_state = prefetch;
			end 
			prefetch : begin 
				if(pref_pmem_resp_cla)
					next_state = inc_addr;
				else
					next_state = prefetch; 
			end 
			inc_addr: begin 
				next_state = idle;
			end 
		endcase 
	end
	function void set_defaults();
		pref_pmem_read_cla		= 1'b0;
		pref_pmem_write_cla		= 1'b0;
		pref_pmem_wdata_256_cla	= 256'b0;
		pref_addr_load			= 1'b0;
		pref_addr_in			= 64'b0;
	endfunction
	always_comb begin : state_actions
		set_defaults();
		case (state) 
			idle: begin
				if (lsq_pmem_read_cla | lsq_pmem_write_cla) begin
					pref_addr_load	= 1'b1;
					pref_addr_in	= lsq_pmem_address_cla + 64'h20;
				end
			end
			prefetch: begin
				pref_pmem_read_cla	= 1'b1;
			end
			inc_addr: begin
				pref_addr_in	= pref_pmem_address_cla + 64'h20;
				pref_addr_load	= 1'b1;
			end
		endcase 
	end
	always_ff @(posedge clk) begin
		if (rst) begin
			valid	  	<= 1'b0;
			state 		<= idle;
			counter 	<= 0;
		end else begin
			if (lsq_pmem_read_cla | lsq_pmem_write_cla) begin
				valid	<= 1'b1;
			end
			state		<= next_state;
		end
		if(state == idle && (lsq_pmem_read_cla | lsq_pmem_write_cla))
			counter  	<= 0;
		if(state == inc_addr)
			counter 	<= counter + 1;
	end
endmodule : prefetcher
module register #(parameter width = 64)
(
	input clk,
	input rst,
	input load,
	input [width-1:0] in,
	output logic [width-1:0] out
);
	logic [width-1:0] data = 1'b0;
	always_ff @(posedge clk)
	begin
		if (rst)
		begin
			data <= '0;
		end
		else if (load)
		begin
			data <= in;
		end
		else
		begin
			data <= data;
		end
	end
	always_comb
	begin
		out = data;
	end
endmodule : register
```

## design/flow/run.sh

```bash
#!/bin/bash
# OpenROAD 26Q1-2900-gdf79404cd8, Yosys 0.63+post, stock flow scripts
make -C /OpenROAD-flow-scripts/flow DESIGN_CONFIG=/design/flow/config.mk WORK_HOME=/design/flow/orfs finish
```

## design/flow/config.mk

```make
export PLATFORM = sky130hd
export DESIGN_NAME = prefetcher
export DESIGN_NICKNAME = prefetcher
export VERILOG_FILES = /design/flow/design.v
export SDC_FILE = /design/flow/constraint.sdc
export NUM_CORES = 4
export LEC_CHECK = 1
export CORE_AREA = 10 10 254 254
export DIE_AREA = 0 0 264 264
```

## design/flow/constraint.sdc

```tcl
current_design prefetcher

set clk_period 8.3
set clk_io_pct 0.2

create_clock -name clk0 -period $clk_period [get_ports {clk}]

set non_clock_inputs [all_inputs -no_clocks]
set_input_delay [expr $clk_period * $clk_io_pct] -clock clk0 $non_clock_inputs
set_output_delay [expr $clk_period * $clk_io_pct] -clock clk0 [all_outputs]
```

==> results.toml <==
# physical design summary
[power_and_ir_drop]
power_density_nw_per_um2 = 118
ir_worst_vdd_mv = 0.0930
p_total_mw = 1.22
p_leak_nw = 3.78

[setup_path]
slowest_stage = "or3_1"
cpPeakStageDelay_ns = 0.76
cp-end-kind = "flip-flop"
path_class = "in2reg"
worstPathMaxFanout = 22
r2r_slack_ns = 5.48
critPathLaunchType = "input port"
path_cells = "clkdlybuf4s50_1, and4_1, nand4_2, or3_1, o31a_1, o21ai_0, a21oi_1"
required_ns = 8.51
cp.arrival_ns = 4.74
cp_num_buf_inv = 1
cp_top_family = "simple AND/OR/NAND/NOR gates"

[synth]
ys_types = 67
mux_area_share_pct = 3.72
ys_seq_share_pct = 26.6
synthCells = 1102
adder_share_pct = 0.431
synth-edff-count = 32
synth-compound-area-share_pct = 10.6
ff_type = "dfxtp_1"
syn_area_sq_um = 8720
avgSynthCellArea_sq_um = 7.91
ys_chip_area_sq_um = 8720
yosysWarnings = 2
ys_seq_elements = 100
async_reset_ff_share_pct = 0
yosys.area_share.simple_pct = 27.2
synthTopLogicFamily = "simple AND/OR/NAND/NOR gates"
synth-xor-area-share_pct = 6.93
yosys_cells = 1102

[drt]
drt-met1-wl_um = 14300
vias = 7373
dr.pass1.iters = 5
wl_met2_um = 13600
avgRoutedWirePerCell_um = 16.1
dr.max_layer_used = "met5"
viasPerCell = 3.68
drcViolationCount = 0
ant_nets = 0
finalWirelength_um = 32100
route.met3.wl_um = 3550
drt_iter0_drc = 406

[global_route]
grt_pass1_vias = 7303
grt_pass1_wl_um = 46400
antenna_found_initial = 19
grt_start_max_net_pins = 55
grt_overflow = 0
grt_use_total_pct = 8.70

[die]
die_height_um = 264
floorplan.core_util_pct = 14.8
ioPinCount = 650
core_sq_um = 59000
die_w_um = 264
die_area_sq_um = 69700
rows = 89

[sta]
fin_crit_sh_pct = 54.6
clock_skew_ns = 0.0175
hold_viol = 0
slew_viol_final = 0
setup_viol = 0
slew_headroom_pct = 44.6
tns_ns = 0
max_freq_ghz = 0.221
period_minus_slack_ns = 4.53
worst_pin_slew_ns = 0.823
rsz0062_at_grt = "false"

[run_status]
status = "complete, no violations"

[layout]
drive_above_1_share_pct = 5.56
area_growth_syn_to_layout_pct = 18.5
layout_top_cells = "conb_1, clkdlybuf4s50_1, nand2_1"
lay_top_count = "conb_1"

[clock_tree]
clock_path_buffers = 2
cts.repair.resized = 0
post_cts_buffers = 0
htreeDepth = 3
clk_pin_slew_worst_paths_ns = 0.08
numCtsBuffers = 9
clock-root-buffer = "clkbuf_16"
cts.sinks = 100
ctsHoldBuffers = 0
worstSkewPairLatency_ns = 0.36
cts_tree = "yes"

[place]
port_buffers = 136
hpwl_um = 26400
place.gp.congestion = 0.834

[flow_run]
warnings = 281
drv_cap = 0

[min_path]
hold_path_class = "reg2reg"
==> where the power goes <==
group	leakage (nW)	total [mW]	switching, mW	internal [mW]
combinational	2.69	0.197	0.0964	0.101
sequential	0.937	0.568	0.0379	0.530
clock	0.152	0.452	0.234	0.219
total	3.78	1.22	0.368	0.849
==> path summary, 6_finish.rpt <==
| kind | from | endpoint | cells past startpoint |
|---|---|---|---|
| min | pref_addr.data[0]$_SDFFE_PP0P_ | pref_addr.data[0]$_SDFFE_PP0P_ | 2 |
| max | lsq_pmem_address_cla[12] | pref_addr.data[47]$_SDFFE_PP0P_ | 7 |
| min reg2reg | pref_addr.data[0]$_SDFFE_PP0P_ | pref_addr.data[0]$_SDFFE_PP0P_ | 2 |
| max reg2reg | pref_addr.data[5]$_SDFFE_PP0P_ | pref_addr.data[61]$_SDFFE_PP0P_ | 7 |
==> sequential cells by signal (all words and copies together), names as in the netlist <==
register / cells
valid: 1
counter: 32
state: 3
pref_addr.data: 64
==> stage by stage <==
stage / instances / hold WS (ns) / utilization [%] / area, sq um / setup WS [ns]
after floorplan: 1358 / 0.417 / - / 9680 / 4.84
after global placement: 1981 / 0.444 / 16.9 / 10000 / 3.40
after detailed placement: 1981 / 0.449 / 16.9 / 10000 / 3.40
after CTS: 1997 / 0.462 / 17.5 / 10300 / 3.79
after global routing: 1999 / 0.497 / 17.5 / 10300 / 3.60
final: 2001 / 0.458 / 17.5 / 10300 / 3.77
==> worst register-to-register path, stage by stage, from the launching register on <==
cell,delay (ns)
dfxtp_1,0.48
ha_1,0.25
and4_1,0.46
and4_1,0.43
nor3b_2,0.50
nand4_1,0.19
mux2_2,0.30
o22ai_1,0.13
==> synthesized netlist by cell type, types with 4 or more instances <==
library cell,instances,area share [%]
and4_1,16,1.6
nor3_1,21,1.2
buf_1,4,0.17
and3_1,26,1.9
inv_1,10,0.43
dfxtp_1,68,16
or3_1,9,0.65
nand2_1,109,4.7
o31a_1,10,1.0
edfxtp_1,32,11
xnor2_1,28,2.8
mux2_2,17,2.2
buf_4,257,22
o21ai_0,24,1.4
buf_2,6,0.34
nor4_1,31,2.2
mux2i_1,11,1.3
clkbuf_1,30,1.3
nand4_1,40,2.9
nor2_1,81,3.5
nand3b_1,4,0.34
o22ai_1,7,0.50
a21oi_1,62,3.6
xor2_1,41,4.1
nand3_1,56,3.2
and2_1,14,1.0
a31oi_1,17,1.2
==> cell families after synthesis <==
family | Yosys count
AND-OR/OR-AND | 150
XOR/XNOR | 69
adder cells (fa/ha/maj) | 3
buffers and inverters | 309
flip-flops | 100
multiplexers | 30
other | 1
AND/OR/NAND/NOR | 440
==> routing by layer <==
metal,GRT usage [%],up-vias
met5,0,-
met1,11.6,3290
met2,12.9,353
met3,4.22,51
met4,1.17,32
li1,-,3647
==> final cells by class <==
type | count | area (sq um)
repair buffers | 148 | 1450
inverters | 11 | 41.3
clock inverters | 7 | 91.3
clock buffers | 9 | 225
fillers | 6678 | 48700
multi-input cells | 949 | 5220
well taps | 773 | 967
flip-flops and latches | 100 | 2320
diodes | 4 | 10.0
No activity file was given, so power comes from the tool's default toggle rates.
